## run.sh

```bash
#!/bin/bash
# OpenROAD 26Q1-2900-gdf79404cd8, Yosys 0.63+post, stock flow scripts
make -C /OpenROAD-flow-scripts/flow DESIGN_CONFIG=/design/flow/config.mk WORK_HOME=/design/flow/orfs finish
```

## config.mk

```make
export PLATFORM = sky130hd
export DESIGN_NAME = alu
export DESIGN_NICKNAME = alu
export VERILOG_FILES = /design/flow/design.v
export SDC_FILE = /design/flow/constraint.sdc
export NUM_CORES = 4
export LEC_CHECK = 1
export CORE_UTILIZATION = 30
```

## constraint.sdc

```tcl
current_design alu

set clk_period 6.6
set clk_io_pct 0.2

create_clock -name clk0 -period $clk_period

set non_clock_inputs [all_inputs -no_clocks]
set_input_delay [expr $clk_period * $clk_io_pct] -clock clk0 $non_clock_inputs
set_output_delay [expr $clk_period * $clk_io_pct] -clock clk0 [all_outputs]
```

## design.v

```verilog
module fa(input wire a,b,c, output wire sum, carry);
    wire t0,t1,t2;
    xor3 a0(a,b,c,sum);
    and2 a1(a,b,t0);
    and2 a2(b,c,t1);
    and2 a3(c,a,t2);
    or3 a4(t0,t1,t2,carry);
endmodule
module fas16(input wire [15:0] a,b, input wire cin, output wire [15:0] sum, output wire carry);
    wire [15:0] bxor,t;
    xor2 a0[15:0](b[15:0],cin,bxor[15:0]);
    fa b0(a[0],bxor[0],cin,sum[0],t[0]);
    fa b1(a[1],bxor[1],t[0],sum[1],t[1]);
    fa b2(a[2],bxor[2],t[1],sum[2],t[2]);
    fa b3(a[3],bxor[3],t[2],sum[3],t[3]);
    fa b4(a[4],bxor[4],t[3],sum[4],t[4]);
    fa b5(a[5],bxor[5],t[4],sum[5],t[5]);
    fa b6(a[6],bxor[6],t[5],sum[6],t[6]);
    fa b7(a[7],bxor[7],t[6],sum[7],t[7]);
    fa b8(a[8],bxor[8],t[7],sum[8],t[8]);
    fa b9(a[9],bxor[9],t[8],sum[9],t[9]);
    fa b10(a[10],bxor[10],t[9],sum[10],t[10]);
    fa b11(a[11],bxor[11],t[10],sum[11],t[11]);
    fa b12(a[12],bxor[12],t[11],sum[12],t[12]);
    fa b13(a[13],bxor[13],t[12],sum[13],t[13]);
    fa b14(a[14],bxor[14],t[13],sum[14],t[14]);
    fa b15(a[15],bxor[15],t[14],sum[15],carry);
endmodule
module fas3(input wire [2:0] a,b, input wire cin, output wire [2:0] sum, output wire carry);
    wire [2:0] bxor,t;
    xor2 a0[2:0](b[2:0],cin,bxor[2:0]);
    fa b0(a[0],bxor[0],cin,sum[0],t[0]);
    fa b1(a[1],bxor[1],t[0],sum[1],t[1]);
    fa b2(a[2],bxor[2],t[1],sum[2],carry);
endmodule
module bitand(input wire [15:0] a,b, output wire [15:0] c);
    and2 a0[15:0](a[15:0],b[15:0],c[15:0]);
endmodule
module bitor(input wire [15:0] a,b, output wire [15:0] c);
    or2 a0[15:0](a[15:0],b[15:0],c[15:0]);
endmodule
module alu(input wire [1:0] op, input wire [15:0] i0, i1, output wire [15:0] o, output wire cout);
    wire [15:0] t0, t1, t2, t3;
    wire zero, one;
    assign zero = 1'b0;
    assign one = 1'b1;    
    wire carry0, carry1;
    fas16 b(i0[15:0], i1[15:0], zero, t0[15:0], carry0);
    fas16 c(i0[15:0], i1[15:0], one, t1[15:0], carry1);
    bitand d(i0[15:0], i1[15:0], t2[15:0]);
    bitor e(i0[15:0], i1[15:0], t3[15:0]);
    mux4 a0({t0[0],t1[0],t2[0],t3[0]},op[0],op[1],o[0]);
    mux4 a1({t0[1],t1[1],t2[1],t3[1]},op[0],op[1],o[1]);
    mux4 a2({t0[2],t1[2],t2[2],t3[2]},op[0],op[1],o[2]);
    mux4 a3({t0[3],t1[3],t2[3],t3[3]},op[0],op[1],o[3]);
    mux4 a4({t0[4],t1[4],t2[4],t3[4]},op[0],op[1],o[4]);
    mux4 a5({t0[5],t1[5],t2[5],t3[5]},op[0],op[1],o[5]);
    mux4 a6({t0[6],t1[6],t2[6],t3[6]},op[0],op[1],o[6]);
    mux4 a7({t0[7],t1[7],t2[7],t3[7]},op[0],op[1],o[7]);
    mux4 a8({t0[8],t1[8],t2[8],t3[8]},op[0],op[1],o[8]);
    mux4 a9({t0[9],t1[9],t2[9],t3[9]},op[0],op[1],o[9]);
    mux4 a10({t0[10],t1[10],t2[10],t3[10]},op[0],op[1],o[10]);
    mux4 a11({t0[11],t1[11],t2[11],t3[11]},op[0],op[1],o[11]);
    mux4 a12({t0[12],t1[12],t2[12],t3[12]},op[0],op[1],o[12]);
    mux4 a13({t0[13],t1[13],t2[13],t3[13]},op[0],op[1],o[13]);
    mux4 a14({t0[14],t1[14],t2[14],t3[14]},op[0],op[1],o[14]);
    mux4 a15({t0[15],t1[15],t2[15],t3[15]},op[0],op[1],o[15]);
    mux2 f(carry0,carry1,op[1],cout);
endmodule
module invert (input wire i, output wire o);
   assign o = !i;
endmodule
module and2 (input wire i0, i1, output wire o);
  assign o = i0 & i1;
endmodule
module or2 (input wire i0, i1, output wire o);
  assign o = i0 | i1;
endmodule
module xor2 (input wire i0, i1, output wire o);
  assign o = i0 ^ i1;
endmodule
module nand2 (input wire i0, i1, output wire o);
   wire t;
   and2 and2_0 (i0, i1, t);
   invert invert_0 (t, o);
endmodule
module nor2 (input wire i0, i1, output wire o);
   wire t;
   or2 or2_0 (i0, i1, t);
   invert invert_0 (t, o);
endmodule
module xnor2 (input wire i0, i1, output wire o);
   wire t;
   xor2 xor2_0 (i0, i1, t);
   invert invert_0 (t, o);
endmodule
module and3 (input wire i0, i1, i2, output wire o);
   wire t;
   and2 and2_0 (i0, i1, t);
   and2 and2_1 (i2, t, o);
endmodule
module or3 (input wire i0, i1, i2, output wire o);
   wire t;
   or2 or2_0 (i0, i1, t);
   or2 or2_1 (i2, t, o);
endmodule
module nor3 (input wire i0, i1, i2, output wire o);
   wire t;
   or2 or2_0 (i0, i1, t);
   nor2 nor2_0 (i2, t, o);
endmodule
module nand3 (input wire i0, i1, i2, output wire o);
   wire t;
   and2 and2_0 (i0, i1, t);
   nand2 nand2_1 (i2, t, o);
endmodule
module xor3 (input wire i0, i1, i2, output wire o);
   wire t;
   xor2 xor2_0 (i0, i1, t);
   xor2 xor2_1 (i2, t, o);
endmodule
module xnor3 (input wire i0, i1, i2, output wire o);
   wire t;
   xor2 xor2_0 (i0, i1, t);
   xnor2 xnor2_0 (i2, t, o);
endmodule
module mux2 (input wire i0, i1, j, output wire o);
  assign o = (j==0)?i0:i1;
endmodule
module mux4 (input wire [0:3] i, input wire j1, j0, output wire o);
  wire  t0, t1;
  mux2 mux2_0 (i[0], i[1], j1, t0);
  mux2 mux2_1 (i[2], i[3], j1, t1);
  mux2 mux2_2 (t0, t1, j0, o);
endmodule
module mux8 (input wire [0:7] i, input wire j2, j1, j0, output wire o);
  wire  t0, t1;
  mux4 mux4_0 (i[0:3], j2, j1, t0);
  mux4 mux4_1 (i[4:7], j2, j1, t1);
  mux2 mux2_0 (t0, t1, j0, o);
endmodule
module demux2 (input wire i, j, output wire o0, o1);
  assign o0 = (j==0)?i:1'b0;
  assign o1 = (j==1)?i:1'b0;
endmodule
module demux4 (input wire i, j1, j0, output wire [0:3] o);
  wire  t0, t1;
  demux2 demux2_0 (i, j1, t0, t1);
  demux2 demux2_1 (t0, j0, o[0], o[1]);
  demux2 demux2_2 (t1, j0, o[2], o[3]);
endmodule
module demux8 (input wire i, j2, j1, j0, output wire [0:7] o);
  wire  t0, t1;
  demux2 demux2_0 (i, j2, t0, t1);
  demux4 demux4_0 (t0, j1, j0, o[0:3]);
  demux4 demux4_1 (t1, j1, j0, o[4:7]);
endmodule
module df (input wire clk, in, output wire out);
  reg df_out;
  always@(posedge clk) df_out <= in;
  assign out = df_out;
endmodule
module dfr (input wire clk, reset, in, output wire out);
  wire reset_, df_in;
  invert invert_0 (reset, reset_);
  and2 and2_0 (in, reset_, df_in);
  df df_0 (clk, df_in, out);
endmodule
module dfrl (input wire clk, reset, load, in, output wire out);
  wire _in;
  mux2 mux2_0(out, in, load, _in);
  dfr dfr_1(clk, reset, _in, out);
endmodule
module dfs (input wire clk, set, in, output wire out);
  wire dfr_in,dfr_out;
  invert invert_0(in, dfr_in);
  invert invert_1(dfr_out, out);
  dfr dfr_2(clk, set, dfr_in, dfr_out);
endmodule
module dfsl (input wire clk, set, load, in, output wire out);
  wire _in;
  mux2 mux2_0(out, in, load, _in);
  dfs dfs_1(clk, set, _in, out);
endmodule
module addsub (input wire addsub, i0, i1, cin, output wire sumdiff, cout);
  wire t;
  fa _i0 (i0, t, cin, sumdiff, cout);
  xor2 _i1 (i1, addsub, t);
endmodule
```

==> out/results.tsv <==
metric	value	unit
remaining_drc_errors	0	
synthTopCellsByCount	inv_1 (64), ha_1 (33), fa_1 (30)	
cts-hold-fix-buffers	0	
die.size.y	80.3	microns
synth-seq-area-share	0	%
hold_path_class	input pin to primary output	
wire_per_inst	9.51	microns
critical-path-max-stage-delay	460	ps
final_min_period_over_clock_period	134	%
hold-worst-slack	3530	ps
num_vias	1168	
starting_utilization_of_the_core_area	31.1	%
synthesis.area_per_instance	11.0	sq um
core_region_area	5920	sq um
grt_pass1_wl	5200	microns
gr-total-overflow	0	
final_hold_vio_count	0	
critical_path_class	input pin to primary output	
syn-instance-count	168	
gp_routability_congestion	0.778	
layout_setup_ws	-2220	ps
max_freq	113	MHz
regArea	0	sq um
synthDominantCellAreaShare	32.6	%
area_contributors_post_synth	fa_1 (33%), ha_1 (22%), mux4_1 (20%)	
path_buffers	4	
grt_max_degree	20	
cp_max_stage_cell	mux4_2	
area.growth.synth_to_final	35.9	%
cp_max_fo	2	
arrival	7500	ps
critical_path_s_most_frequent_cell	fa_2	
placement.io_buffers	51	
synth-warning-count	0	
firstDrtPassIters	4	
max_slew.worst_pin.slew	290	ps
grt_setup_unrepaired	yes	
post_route_cells_drive_above_1_share	36.4	%
synthDominantAreaCellType	fa_1	
worstPathRequired	5280	ps
tns	-10330	ps
report.final.setup_viol	8	
detail_route.iter0.violations	19	
stage_log_warnings	67	
start_kind	input pin	
pwr_density_cell	65.7	nW/um^2
place.detailed.hpwl	2620	microns
cp_cell_sequence	buf_12 -> inv_12 -> ha_4 -> fa_2 -> fa_2 -> fa_2 -> fa_2 -> fa_2 -> fa_2 -> fa_2 -> fa_2 -> fa_2 -> fa_2 -> fa_2 -> fa_2 -> fa_2 -> fa_2 -> inv_2 -> fa_1 -> mux4_2 -> buf_2	
timing.critical_path.to_type	primary output	
gr-usage-all-layers	10.5	%
fillerInstances	582	
yosys.cell_types.count	14	
clock_buffer_count	0	
chip_area	6450	sq um
grt_pass1_vias	1211	
violated_checks	negative setup slack	
leakagePower	1.23	nW
status	complete, but fails checks	
yosys_area	1840	sq um
slew_headroom	80.7	%
synth_area	1840	sq um
floorplan.rows	28	
critical_path.endpoint	o[15]	
vias_per_cell	3.89	
final_max_slew_viol_count	0	
grt_antenna_before_repair	0	
io_pins	51	
max-vdd-ir-drop	0.0207	mV
critical_path_cell_count	21	
drv_cap	0	
yosys-stat-cells	168	
detail-route-antenna-nets	0	
yosysMostFrequentCell	inv_1	
critical_path.top_delay_family	adder cells	
die-width	80.3	microns
flops	0	
drt_wl_total	2850	microns
antennaDiodeCount	0	
launching_element_of_the_worst_setup_path	i0[0]	
finalWorstPathRequiredPeriod	8820	ps
## worst min-delay path by stage
| stage | depth (start not counted) | from | slack (ps) | endpoint |
|---|---|---|---|---|
| after CTS | 5 | op[1] | 3550 | cout |
| final | 4 | op[1] | 3530 | cout |
| after global routing | 4 | op[1] | 3590 | cout |
## metal layers
layer | global-route usage [%] | vias to the layer above | share of wire [%]
met1 | 15.9 | 549 | 44
met4 | 0 | 0 | 0
met2 | 18.3 | 26 | 51
li1 | - | 593 | -
met3 | 0.923 | 0 | 4.2
met5 | 0 | - | 0
## cells in the final DEF, fill, tap and decap left out, drive strengths merged
cell type	instances
buf	38
dlygate4sd2	1
clkdlybuf4s50	36
fa	30
dlymetal6s2s	1
nor2b	1
o21ai	1
ha	33
clkbuf	1
inv	64
mux4	15
a31o	1
or2	1
nand2	2
## where the power goes
group          leakage, nW  internal (mW)  switching (mW)  total, mW
Clock                    0              0               0          0
Sequential               0              0               0          0
Combinational         1.23          0.103          0.0615      0.164
Total                 1.23          0.103          0.0615      0.164
## cell families after synthesis
kind of cell / synth area share (%)
buffers and inverters: 21.9
multiplexers: 21.2
AND/OR/NAND/NOR: 1.09
AND-OR/OR-AND: 0.748
adder cells (fa/ha/maj): 55.1
## stage by stage
stage	utilization (%)	area, sq um	cells	total power [mW]	worst slack [ps]
6_report	42.2	2500	300	0.164	-2220
5_1_grt	42.2	2500	300	0.191	-2370
4_1_cts	42.3	2500	300	0.170	-2690
3_5_place_dp	42.8	2530	299	0.177	-3170
3_3_place_gp	42.8	2530	299	0.174	-3190
2_1_floorplan	-	1910	168	0.104	-1970
## layout make-up
class / count / area [sq um] / area share (%)
multi-input combinational: 84 / 1490 / 59.6
timing repair buffer: 77 / 663 / 26.5
inverter: 64 / 253 / 10.1
tap: 75 / 93.8 / 3.75
## timing repair
item,in CTS,in global routing
gates resized,54,5
buffers inserted,1,0
pin swaps,16,16
setup endpoints to repair,11,9
endpoints found under the hold margin,0,0
No activity file was given, so power comes from the tool's default toggle rates.
