==> design.v <==
module fa(input wire a,b,c, output wire sum, carry);
    wire t0,t1,t2;
    xor3 a0(a,b,c,sum);
    and2 a1(a,b,t0);
    and2 a2(b,c,t1);
    and2 a3(c,a,t2);
    or3 a4(t0,t1,t2,carry);
endmodule
module fas16(input wire [15:0] a,b, input wire cin, output wire [15:0] sum, output wire carry);
    wire [15:0] bxor,t;
    xor2 a0[15:0](b[15:0],cin,bxor[15:0]);
    fa b0(a[0],bxor[0],cin,sum[0],t[0]);
    fa b1(a[1],bxor[1],t[0],sum[1],t[1]);
    fa b2(a[2],bxor[2],t[1],sum[2],t[2]);
    fa b3(a[3],bxor[3],t[2],sum[3],t[3]);
    fa b4(a[4],bxor[4],t[3],sum[4],t[4]);
    fa b5(a[5],bxor[5],t[4],sum[5],t[5]);
    fa b6(a[6],bxor[6],t[5],sum[6],t[6]);
    fa b7(a[7],bxor[7],t[6],sum[7],t[7]);
    fa b8(a[8],bxor[8],t[7],sum[8],t[8]);
    fa b9(a[9],bxor[9],t[8],sum[9],t[9]);
    fa b10(a[10],bxor[10],t[9],sum[10],t[10]);
    fa b11(a[11],bxor[11],t[10],sum[11],t[11]);
    fa b12(a[12],bxor[12],t[11],sum[12],t[12]);
    fa b13(a[13],bxor[13],t[12],sum[13],t[13]);
    fa b14(a[14],bxor[14],t[13],sum[14],t[14]);
    fa b15(a[15],bxor[15],t[14],sum[15],carry);
endmodule
module fas3(input wire [2:0] a,b, input wire cin, output wire [2:0] sum, output wire carry);
    wire [2:0] bxor,t;
    xor2 a0[2:0](b[2:0],cin,bxor[2:0]);
    fa b0(a[0],bxor[0],cin,sum[0],t[0]);
    fa b1(a[1],bxor[1],t[0],sum[1],t[1]);
    fa b2(a[2],bxor[2],t[1],sum[2],carry);
endmodule
module bitand(input wire [15:0] a,b, output wire [15:0] c);
    and2 a0[15:0](a[15:0],b[15:0],c[15:0]);
endmodule
module bitor(input wire [15:0] a,b, output wire [15:0] c);
    or2 a0[15:0](a[15:0],b[15:0],c[15:0]);
endmodule
module alu(input wire [1:0] op, input wire [15:0] i0, i1, output wire [15:0] o, output wire cout);
    wire [15:0] t0, t1, t2, t3;
    wire zero, one;
    assign zero = 1'b0;
    assign one = 1'b1;    
    wire carry0, carry1;
    fas16 b(i0[15:0], i1[15:0], zero, t0[15:0], carry0);
    fas16 c(i0[15:0], i1[15:0], one, t1[15:0], carry1);
    bitand d(i0[15:0], i1[15:0], t2[15:0]);
    bitor e(i0[15:0], i1[15:0], t3[15:0]);
    mux4 a0({t0[0],t1[0],t2[0],t3[0]},op[0],op[1],o[0]);
    mux4 a1({t0[1],t1[1],t2[1],t3[1]},op[0],op[1],o[1]);
    mux4 a2({t0[2],t1[2],t2[2],t3[2]},op[0],op[1],o[2]);
    mux4 a3({t0[3],t1[3],t2[3],t3[3]},op[0],op[1],o[3]);
    mux4 a4({t0[4],t1[4],t2[4],t3[4]},op[0],op[1],o[4]);
    mux4 a5({t0[5],t1[5],t2[5],t3[5]},op[0],op[1],o[5]);
    mux4 a6({t0[6],t1[6],t2[6],t3[6]},op[0],op[1],o[6]);
    mux4 a7({t0[7],t1[7],t2[7],t3[7]},op[0],op[1],o[7]);
    mux4 a8({t0[8],t1[8],t2[8],t3[8]},op[0],op[1],o[8]);
    mux4 a9({t0[9],t1[9],t2[9],t3[9]},op[0],op[1],o[9]);
    mux4 a10({t0[10],t1[10],t2[10],t3[10]},op[0],op[1],o[10]);
    mux4 a11({t0[11],t1[11],t2[11],t3[11]},op[0],op[1],o[11]);
    mux4 a12({t0[12],t1[12],t2[12],t3[12]},op[0],op[1],o[12]);
    mux4 a13({t0[13],t1[13],t2[13],t3[13]},op[0],op[1],o[13]);
    mux4 a14({t0[14],t1[14],t2[14],t3[14]},op[0],op[1],o[14]);
    mux4 a15({t0[15],t1[15],t2[15],t3[15]},op[0],op[1],o[15]);
    mux2 f(carry0,carry1,op[1],cout);
endmodule
module invert (input wire i, output wire o);
   assign o = !i;
endmodule
module and2 (input wire i0, i1, output wire o);
  assign o = i0 & i1;
endmodule
module or2 (input wire i0, i1, output wire o);
  assign o = i0 | i1;
endmodule
module xor2 (input wire i0, i1, output wire o);
  assign o = i0 ^ i1;
endmodule
module nand2 (input wire i0, i1, output wire o);
   wire t;
   and2 and2_0 (i0, i1, t);
   invert invert_0 (t, o);
endmodule
module nor2 (input wire i0, i1, output wire o);
   wire t;
   or2 or2_0 (i0, i1, t);
   invert invert_0 (t, o);
endmodule
module xnor2 (input wire i0, i1, output wire o);
   wire t;
   xor2 xor2_0 (i0, i1, t);
   invert invert_0 (t, o);
endmodule
module and3 (input wire i0, i1, i2, output wire o);
   wire t;
   and2 and2_0 (i0, i1, t);
   and2 and2_1 (i2, t, o);
endmodule
module or3 (input wire i0, i1, i2, output wire o);
   wire t;
   or2 or2_0 (i0, i1, t);
   or2 or2_1 (i2, t, o);
endmodule
module nor3 (input wire i0, i1, i2, output wire o);
   wire t;
   or2 or2_0 (i0, i1, t);
   nor2 nor2_0 (i2, t, o);
endmodule
module nand3 (input wire i0, i1, i2, output wire o);
   wire t;
   and2 and2_0 (i0, i1, t);
   nand2 nand2_1 (i2, t, o);
endmodule
module xor3 (input wire i0, i1, i2, output wire o);
   wire t;
   xor2 xor2_0 (i0, i1, t);
   xor2 xor2_1 (i2, t, o);
endmodule
module xnor3 (input wire i0, i1, i2, output wire o);
   wire t;
   xor2 xor2_0 (i0, i1, t);
   xnor2 xnor2_0 (i2, t, o);
endmodule
module mux2 (input wire i0, i1, j, output wire o);
  assign o = (j==0)?i0:i1;
endmodule
module mux4 (input wire [0:3] i, input wire j1, j0, output wire o);
  wire  t0, t1;
  mux2 mux2_0 (i[0], i[1], j1, t0);
  mux2 mux2_1 (i[2], i[3], j1, t1);
  mux2 mux2_2 (t0, t1, j0, o);
endmodule
module mux8 (input wire [0:7] i, input wire j2, j1, j0, output wire o);
  wire  t0, t1;
  mux4 mux4_0 (i[0:3], j2, j1, t0);
  mux4 mux4_1 (i[4:7], j2, j1, t1);
  mux2 mux2_0 (t0, t1, j0, o);
endmodule
module demux2 (input wire i, j, output wire o0, o1);
  assign o0 = (j==0)?i:1'b0;
  assign o1 = (j==1)?i:1'b0;
endmodule
module demux4 (input wire i, j1, j0, output wire [0:3] o);
  wire  t0, t1;
  demux2 demux2_0 (i, j1, t0, t1);
  demux2 demux2_1 (t0, j0, o[0], o[1]);
  demux2 demux2_2 (t1, j0, o[2], o[3]);
endmodule
module demux8 (input wire i, j2, j1, j0, output wire [0:7] o);
  wire  t0, t1;
  demux2 demux2_0 (i, j2, t0, t1);
  demux4 demux4_0 (t0, j1, j0, o[0:3]);
  demux4 demux4_1 (t1, j1, j0, o[4:7]);
endmodule
module df (input wire clk, in, output wire out);
  reg df_out;
  always@(posedge clk) df_out <= in;
  assign out = df_out;
endmodule
module dfr (input wire clk, reset, in, output wire out);
  wire reset_, df_in;
  invert invert_0 (reset, reset_);
  and2 and2_0 (in, reset_, df_in);
  df df_0 (clk, df_in, out);
endmodule
module dfrl (input wire clk, reset, load, in, output wire out);
  wire _in;
  mux2 mux2_0(out, in, load, _in);
  dfr dfr_1(clk, reset, _in, out);
endmodule
module dfs (input wire clk, set, in, output wire out);
  wire dfr_in,dfr_out;
  invert invert_0(in, dfr_in);
  invert invert_1(dfr_out, out);
  dfr dfr_2(clk, set, dfr_in, dfr_out);
endmodule
module dfsl (input wire clk, set, load, in, output wire out);
  wire _in;
  mux2 mux2_0(out, in, load, _in);
  dfs dfs_1(clk, set, _in, out);
endmodule
module addsub (input wire addsub, i0, i1, cin, output wire sumdiff, cout);
  wire t;
  fa _i0 (i0, t, cin, sumdiff, cout);
  xor2 _i1 (i1, addsub, t);
endmodule
module reg16(input wire clk, reset, load, input wire [15:0] in, output wire [15:0] out);
	dfrl dl[15:0](clk, reset, load, in[15:0], out[15:0]);
endmodule
module reg16_8(input wire clk, reset, input wire [0:7] load, input wire [15:0] in, output wire [15:0] out0, out1, out2, out3, out4, out5, out6, out7);
	reg16 rg0(clk, reset, load[0], in, out0);
	reg16 rg1(clk, reset, load[1], in, out1);
	reg16 rg2(clk, reset, load[2], in, out2);
	reg16 rg3(clk, reset, load[3], in, out3);
	reg16 rg4(clk, reset, load[4], in, out4);
	reg16 rg5(clk, reset, load[5], in, out5);
	reg16 rg6(clk, reset, load[6], in, out6);
	reg16 rg7(clk, reset, load[7], in, out7);
endmodule
module out16_8(input wire [15:0] in0, in1, in2, in3, in4, in5, in6, in7, input wire [2:0] addr, output wire [15:0] out);
	mux8 m0({in0[0],in1[0],in2[0],in3[0],in4[0],in5[0],in6[0],in7[0]},addr[0],addr[1],addr[2],out[0]);
	mux8 m1({in0[1],in1[1],in2[1],in3[1],in4[1],in5[1],in6[1],in7[1]},addr[0],addr[1],addr[2],out[1]);
	mux8 m2({in0[2],in1[2],in2[2],in3[2],in4[2],in5[2],in6[2],in7[2]},addr[0],addr[1],addr[2],out[2]);
	mux8 m3({in0[3],in1[3],in2[3],in3[3],in4[3],in5[3],in6[3],in7[3]},addr[0],addr[1],addr[2],out[3]);
	mux8 m4({in0[4],in1[4],in2[4],in3[4],in4[4],in5[4],in6[4],in7[4]},addr[0],addr[1],addr[2],out[4]);
	mux8 m5({in0[5],in1[5],in2[5],in3[5],in4[5],in5[5],in6[5],in7[5]},addr[0],addr[1],addr[2],out[5]);
	mux8 m6({in0[6],in1[6],in2[6],in3[6],in4[6],in5[6],in6[6],in7[6]},addr[0],addr[1],addr[2],out[6]);
	mux8 m7({in0[7],in1[7],in2[7],in3[7],in4[7],in5[7],in6[7],in7[7]},addr[0],addr[1],addr[2],out[7]);
	mux8 m8({in0[8],in1[8],in2[8],in3[8],in4[8],in5[8],in6[8],in7[8]},addr[0],addr[1],addr[2],out[8]);
	mux8 m9({in0[9],in1[9],in2[9],in3[9],in4[9],in5[9],in6[9],in7[9]},addr[0],addr[1],addr[2],out[9]);
	mux8 m10({in0[10],in1[10],in2[10],in3[10],in4[10],in5[10],in6[10],in7[10]},addr[0],addr[1],addr[2],out[10]);
	mux8 m11({in0[11],in1[11],in2[11],in3[11],in4[11],in5[11],in6[11],in7[11]},addr[0],addr[1],addr[2],out[11]);
	mux8 m12({in0[12],in1[12],in2[12],in3[12],in4[12],in5[12],in6[12],in7[12]},addr[0],addr[1],addr[2],out[12]);
	mux8 m13({in0[13],in1[13],in2[13],in3[13],in4[13],in5[13],in6[13],in7[13]},addr[0],addr[1],addr[2],out[13]);
	mux8 m14({in0[14],in1[14],in2[14],in3[14],in4[14],in5[14],in6[14],in7[14]},addr[0],addr[1],addr[2],out[14]);
	mux8 m15({in0[15],in1[15],in2[15],in3[15],in4[15],in5[15],in6[15],in7[15]},addr[0],addr[1],addr[2],out[15]);
endmodule
module in2_16 (input wire op, input wire [15:0] in0, in1, output wire [15:0] out);
	mux2 m0[15:0](in0, in1, op, out);
endmodule
module reg_file (input wire clk, reset, wr, input wire [2:0] rd_addr_a, rd_addr_b, wr_addr, input wire [15:0] d_in, output wire [15:0] d_out_a, d_out_b);
	wire [0:7] load;
	wire [15:0] o0, o1, o2, o3, o4, o5, o6, o7;
	demux8 a(wr,wr_addr[2],wr_addr[1],wr_addr[0],load);
	reg16_8 b(clk, reset, load, d_in, o0, o1, o2, o3, o4, o5, o6, o7);
	out16_8 c(o0, o1, o2, o3, o4, o5, o6, o7, rd_addr_a, d_out_a);
	out16_8 d(o0, o1, o2, o3, o4, o5, o6, o7, rd_addr_b, d_out_b);
endmodule
module reg_3(input wire clk, reset, load, input wire [2:0] d, output wire [2:0] q);
    dfrl dl[2:0](clk, reset, load, d[2:0], q[2:0]);
endmodule
module regr_1(input wire clk, reset, input wire d, output wire q);
    dfr dl(clk, reset, d, q);
endmodule
module regs_1(input wire clk, set, input wire d, output wire q);
    dfs dl(clk, set, d, q);
endmodule
module mux2_3(input wire op, input wire [2:0] i0, i1, output wire [2:0] out);
    mux2 a0(i0[0],i1[0],op,out[0]);
    mux2 a1(i0[1],i1[1],op,out[1]);
    mux2 a2(i0[2],i1[2],op,out[2]);
endmodule
module mux4_3(input wire op2, op1, input wire [2:0] i0, i1, i2, i3, output wire [2:0] out);
    mux4 a0({i0[0],i1[0],i2[0],i3[0]},op2,op1,out[0]);
    mux4 a1({i0[1],i1[1],i2[1],i3[1]},op2,op1,out[1]);
    mux4 a2({i0[2],i1[2],i2[2],i3[2]},op2,op1,out[2]);
endmodule
module stack(input wire clk, reset, push, pop, input wire [15:0] value_in, output wire [15:0] value_out, output wire full, empty);
    wire is_7, is_7_reg, is_0, is_0_reg, write_push, write_pop, top_write_enable, carry_a, carry_s;
    wire [2:0] top, inc, dec, inc_dec;
    wire [15:0] d_care;
    regr_1 reg1(clk, reset, is_7, is_7_reg);
    mux2 push_checker(push, 1'b0, is_7_reg, write_push);
    regs_1 reg2(clk, reset, is_0, is_0_reg);
    mux2 pop_checker(pop, 1'b0, is_0_reg, write_pop);
    or2 top_reg_writer(write_pop, write_push, top_write_enable);
    reg_3 top_reg(clk, reset, top_write_enable, inc_dec, top);
    fas3 a(top, 3'b001, 1'b0, inc, carry_a);
    fas3 b(top, 3'b001, 1'b1, dec, carry_s);
    mux4_3 top_changer(write_pop, write_push, top, dec, inc, top, inc_dec);
    reg_file rf(clk, reset, write_push, top, 3'bxxx, top, value_in, value_out, d_care);
    and3 full_checker(inc_dec[2], inc_dec[1], inc_dec[0], is_7);
    and3 empty_checker((!inc_dec[2]), (!inc_dec[1]), (!inc_dec[0]), is_0);
    assign full = is_7;
    assign empty = is_0;
endmodule
==> run.sh <==
#!/bin/bash
# OpenROAD 26Q1-2900-gdf79404cd8, Yosys 0.63+post, stock flow scripts
make -C /OpenROAD-flow-scripts/flow DESIGN_CONFIG=/design/flow/config.mk WORK_HOME=/design/flow/orfs finish
==> config.mk <==
export PLATFORM = sky130hd
export DESIGN_NAME = stack
export DESIGN_NICKNAME = stack
export VERILOG_FILES = /design/flow/design.v
export SDC_FILE = /design/flow/constraint.sdc
export NUM_CORES = 4
export LEC_CHECK = 1
export CORE_UTILIZATION = 50
==> constraint.sdc <==
current_design stack

set clk_period 4.9
set clk_io_pct 0.2

create_clock -name clk0 -period $clk_period [get_ports {clk}]

set non_clock_inputs [all_inputs -no_clocks]
set_input_delay [expr $clk_period * $clk_io_pct] -clock clk0 $non_clock_inputs
set_output_delay [expr $clk_period * $clk_io_pct] -clock clk0 [all_outputs]
==> flow_summary_export.csv <==
group,metric,value,unit
logic_synthesis,compound_area_share,9.95,%
floorplan,die_x,112,microns
floorplan,io-pin-count,38,
power,vdd_drop_max,0.238,mV
cells_and_area,syn_to_final_growth,13.2,%
placement,place_hpwl,8980,microns
routing,drt_pass1_iterations,15,
power,pwr-share-clk,40.9,%
floorplan,dieArea,12500,sq um
floorplan,fp-row-count,39,
logic_synthesis,ys_seq_share,44.0,%
floorplan,core,11600,sq um
timing,report.final.slew_viol_count,0,
routing,postRouteAntennaNets,0,
cts,cts_tree,"done",
flow_run,warning_count,26,
logic_synthesis,synth-adder-area-share,0.414,%
power,powerDensity,437,nW/um^2
timing,tns,0,ns
power,p_seq_share,39.8,%
logic_synthesis,yosys_warnings,1,
worst_setup_path,cp-end-kind,"output port",
floorplan,die_h,112,microns
routing,antenna_cells,0,
logic_synthesis,area_leaders,"dfxtp_1 (44%), nand2_1 (14%), a21oi_1 (9.6%), mux4_2 (8.6%), mux4_1 (3.9%)",
worst_setup_path,crit_path_max_fanout,6,
routing,wl,15700,microns
routing,vias,4728,
cts,cts_root_buffer,"clkbuf_16",
global_route,grt_pass1_vias,4634,
logic_synthesis,yosys.area.top_type,"dfxtp_1",
placement,gp_congestion,0.817,
timing,finalSetupViolations,0,
cts,clk_pin_slew_worst_paths,0.05,ns
routing,wl_per_cell,18.9,microns
logic_synthesis,logic_family,"simple AND/OR/NAND/NOR gates",
power,p_sw,0.000796,W
timing,relSlewSlack,38.3,%
global_route,grt_max_degree,78,
cts,post_cts_resized,0,
worst_setup_path,path_class,"input port to output port",
worst_setup_path,required,3.92,ns
floorplan,fp_util,52.1,%
worst_setup_path,cp-start-kind,"input port",
cts,clock.latency.late_pin,0.41,ns
timing,rsz0062_at_grt,"no",
logic_synthesis,synthFlopType,"dfxtp_1",
cts,cts.sinks,133,
flow_run,maxCapViolations,0,
cts,cts_buffers,17,
cts,post-cts-setup-buffers,0,
global_route,grtUsageTotal,27.7,%
timing,hold_violations,0,
logic_synthesis,top_area_share,44.0,%
logic_synthesis,netlist_instances,683,
global_route,grt_pass1_wl,25200,microns
placement,io_buffers,37,
worst_setup_path,r2r_slack,2.70,ns
worst_setup_path,worstPathArrival,3.09,ns
logic_synthesis,yosysCellCount,683,
timing,worst_pin_slew,0.925,ns
power,power_frac_comb,19.4,%
logic_synthesis,synth_flops,133,
power,swShare,26.6,%
cells_and_area,drive_gt1_share,13.7,%
routing,drtIter0Drc,302,
routing,post-route-drc-count,0,
global_route,antenna_found_initial,0,
logic_synthesis,syn_area_per_cell,8.85,sq um
timing,worst_clock_skew,0.00301,ns
outcome,status,"finished, final reports clean",
logic_synthesis,synth-edff-count,0,
logic_synthesis,ys_types,38,
timing,fmax,246,MHz
logic_synthesis,synthArstFlopShare,0,%
power,power.leakage,2.48,nW
logic_synthesis,synth.cell_area,6050,sq um
logic_synthesis,ys_area,6050,sq um
timing,fin_crit_sh,83.0,%
worst_hold_path,min_path_type,"flip-flop to flip-flop",
logic_synthesis,mux_share,18.8,%
logic_synthesis,synthMostInstantiatedCell,"nand2_1",
routing,viasPerCell,5.70,
cts,htree_levels,4,
cells_and_area,final_util,58.9,%
cts,holdBufCountCts,0,
logic_synthesis,ys_sh_xor,0.290,%
cts,clk_path_buf_depth,2,
logic_synthesis,synth.cells.most_frequent,"nand2_1 (227), dfxtp_1 (133), a21oi_1 (116), clkbuf_1 (37), mux4_2 (23)",
global_route,gr-total-overflow,0,
logic_synthesis,simple_gate_area_share,19.0,%
power,power.internal,0.00220,W
timing,final.min_clock_period,4.07,ns
==> through the flow <==
| step | setup slack, ns | hold WS (ns) | power, W | cell area [sq um] | cells |
|---|---|---|---|---|---|
| 3_5_place_dp | 0.896 | 0.445 | 0.00179 | 6280 | 800 |
| 6_report | 0.833 | 0.449 | 0.00299 | 6850 | 830 |
| 2_1_floorplan | 2.11 | 0.432 | 0.00164 | 6050 | 683 |
| 4_1_cts | 0.870 | 0.453 | 0.00301 | 6850 | 830 |
| 5_1_grt | 0.689 | 0.466 | 0.00312 | 6850 | 830 |
| 3_3_place_gp | 0.919 | 0.438 | 0.00178 | 6280 | 800 |
==> layout by cell type (no fill, tap or decap), types with 5 or more instances in the layout <==
cell and instances:
a21oi_1 116, buf_4 18, clkbuf_1 5, clkbuf_16 17, clkdlybuf4s50_1 36, dfxtp_1 131, mux2_2 18, mux2i_1 18
mux4_1 9, mux4_2 23, nand2_1 227, nand3_1 5, nor2_1 21
==> critical path, stage by stage <==
cell             delay (ns)
clkdlybuf4s50_1        0.54
nor2b_1                0.46
xnor2_1                0.22
a211o_1                0.36
and2_1                 0.14
clkdlybuf4s50_1        0.39
==> sequential cells by signal, indices dropped and copies added, names as in the netlist <==
name / cells
rf.b.rg0.dl.dfr_1.df_0.df_out: 16
reg1.dl.df_0.df_out: 1
rf.b.rg3.dl.dfr_1.df_0.df_out: 16
rf.b.rg6.dl.dfr_1.df_0.df_out: 16
rf.b.rg5.dl.dfr_1.df_0.df_out: 16
rf.b.rg7.dl.dfr_1.df_0.df_out: 16
rf.b.rg2.dl.dfr_1.df_0.df_out: 16
reg2.dl.dfr_2.df_0.df_out: 1
rf.b.rg4.dl.dfr_1.df_0.df_out: 16
top_reg.dl.dfr_1.df_0.df_out: 3
rf.b.rg1.dl.dfr_1.df_0.df_out: 16
==> kinds of logic after synthesis <==
group                      after synthesis
AOI/OAI and AO/OA                      119
xor gates and xnor gates                 2
adders and majority gates                2
buffers and inverters                   82
DFF                                    133
muxes                                   68
and+or+nand+nor                        277
==> final timing paths <==
check	start	endpoint	cells past startpoint
max	push	empty	6
max reg2reg	top_reg.dl[2].dfr_1.df_0.df_out$_DFF_P_	rf.b.rg0.dl[5].dfr_1.df_0.df_out$_DFF_P_	5
min	rf.b.rg0.dl[1].dfr_1.df_0.df_out$_DFF_P_	rf.b.rg0.dl[1].dfr_1.df_0.df_out$_DFF_P_	2
min reg2reg	rf.b.rg0.dl[1].dfr_1.df_0.df_out$_DFF_P_	rf.b.rg0.dl[1].dfr_1.df_0.df_out$_DFF_P_	2
==> power by group through the flow <==
| stage | sequential (W) | combinational [W] | clock [W] |
|---|---|---|---|
| finish | 0.00119 | 0.000579 | 0.00122 |
| CTS | 0.00119 | 0.000580 | 0.00124 |
| global route | 0.00120 | 0.000629 | 0.00129 |
==> routing by layer <==
metal	part of all wire [%]	track usage [%]	vias to the layer above
met5	0	0	-
met4	0.77	3.02	0
met3	8.2	8.42	10
met2	48	43.5	174
met1	43	41.3	2268
li1	-	-	2276
==> area by class of cell <==
class                      count  area [sq um]
clock inverter                 4          70.1
clock buffer                  26           499
sequential                   133          2670
tap                          143           179
fill                        1007          4770
timing repair buffer          54           495
multi-input combinational    468          2930
inverter                       2          7.51
Power figures rest on the tool's default switching activity, not on a simulated workload.
